<file path="flow/config.mk">
export PLATFORM = sky130hd
export DESIGN_NAME = ucsbece154b_victim_cache
export DESIGN_NICKNAME = ucsbece154b_victim_cache
export VERILOG_FILES = /design/flow/design.v
export SDC_FILE = /design/flow/constraint.sdc
export NUM_CORES = 4
export LEC_CHECK = 1
export CORE_UTILIZATION = 50
export SYNTH_HDL_FRONTEND = slang
</file>
<file path="flow/constraint.sdc">
current_design ucsbece154b_victim_cache

set clk_period 48.0
set clk_io_pct 0.2

create_clock -name clk0 -period $clk_period [get_ports {clk_i}]

set non_clock_inputs [all_inputs -no_clocks]
set_input_delay [expr $clk_period * $clk_io_pct] -clock clk0 $non_clock_inputs
set_output_delay [expr $clk_period * $clk_io_pct] -clock clk0 [all_outputs]
</file>
<file path="flow/design.v">
module ucsbece154b_victim_cache #(
    parameter int unsigned ADDR_WIDTH = 56,
    parameter int unsigned LINE_WIDTH = 128,
    parameter int unsigned NR_ENTRIES = 4
) (
    input   logic                   clk_i,
    input   logic                   rst_ni,
    input   logic                   flush_i,
    input   logic                   en_i,
    input   logic [ADDR_WIDTH-1:0]  raddr_i,
    output  logic [LINE_WIDTH-1:0]  rdata_o,
    output  logic                   hit_o,
    input   logic                   we_i,
    input   logic [ADDR_WIDTH-1:0]  waddr_i,
    input   logic [LINE_WIDTH-1:0]  wdata_i
);
localparam OFFSET_WIDTH = $rtoi($ceil(LINE_WIDTH/32));  
localparam TAG_SIZE = ADDR_WIDTH - $rtoi($ceil(LINE_WIDTH/32));  
logic [TAG_SIZE-1:0] rtag, wtag;
assign rtag = raddr_i[OFFSET_WIDTH +: TAG_SIZE];  
assign wtag = waddr_i[OFFSET_WIDTH +: TAG_SIZE];
integer i = 0;
wire unused = (|i)|(|raddr_i[OFFSET_WIDTH-1:0])|(|waddr_i[OFFSET_WIDTH-1:0]);
if (NR_ENTRIES==1) begin : one_register
struct packed {
    logic [LINE_WIDTH-1:0] data;
    logic [TAG_SIZE-1:0] tag;
    logic valid;
} MEM_d, MEM_q;
assign hit_o = (MEM_q.tag == rtag) ? '1 : '0;  
assign rdata_o = MEM_q.data;  
always_comb begin
    MEM_d = MEM_q;
    if (en_i && we_i) begin
        MEM_d.data = wdata_i;  
        MEM_d.tag = wtag;  
        MEM_d.valid = '1;  
    end
end
always_ff @(posedge clk_i) begin
    if (!rst_ni || flush_i || !en_i) begin
        MEM_q <= '0;
    end else begin
        MEM_q <= MEM_d;
    end
end
end else if (NR_ENTRIES==2) begin : lru_bit
struct packed {
    logic [LINE_WIDTH-1:0] data;
    logic [TAG_SIZE-1:0] tag;
    logic valid;
} MEM_d[1:0], MEM_q[1:0];
logic lru_d, lru_q;
always_comb begin
    rdata_o = 'x;
    hit_o = 1'b0;
    lru_d = lru_q;
    MEM_d = MEM_q;
    for (i = 0; i < 2; i++) begin
        if (en_i && MEM_q[i].valid && (rtag==MEM_q[i].tag)) begin
            hit_o = '1;  
            rdata_o = MEM_q[i].data;  
            lru_d = (1'(0 | i)) ? '0 : '1;  
        end
    end
    if (en_i && we_i) begin
        MEM_d[lru_d].data = wdata_i;  
        MEM_d[lru_d].tag = wtag;  
        MEM_d[lru_d].valid = '1;  
        lru_d = lru_d ? '0 : '1;  
    end
end
always_ff @(posedge clk_i) begin
    if ((!rst_ni) || flush_i || (!en_i)) begin
        MEM_q[0].valid <= '0;
        MEM_q[1].valid <= '0;
        lru_q <= '0;
    end else begin
        MEM_q <= MEM_d;
        lru_q <= lru_d;
    end
end
end else begin : lru_linked_list
typedef logic [$clog2(NR_ENTRIES)-1:0] way_index_t;
struct packed {
    logic [LINE_WIDTH-1:0] data;
    logic [TAG_SIZE-1:0] tag;
    way_index_t lru;  
    way_index_t mru;  
    logic valid;
} MEM_d[NR_ENTRIES-1:0], MEM_q[NR_ENTRIES-1:0];
way_index_t lru_d, lru_q, mru_d, mru_q;
function void lru_bump(input way_index_t way);
    MEM_d[MEM_d[way].mru].lru = (way == lru_d) ?  lru_d : MEM_d[way].lru ;  
    MEM_d[MEM_d[way].lru].mru = (way == mru_d) ? mru_d : MEM_d[way].mru;  
    lru_d = (way == lru_d) ? MEM_d[way].mru : lru_d;  
    MEM_d[way].lru =  (way == mru_d) ? MEM_d[way].lru : mru_d;  
    MEM_d[mru_d].mru =  way;  
    mru_d = way;  
endfunction
always_comb begin
    rdata_o = 'x;
    hit_o = 1'b0;
    lru_d = lru_q;
    mru_d = mru_q;
    MEM_d = MEM_q;
    for (i = 0; i < NR_ENTRIES; i++) begin
        if (en_i && MEM_d[i].valid && (rtag==MEM_d[i].tag)) begin
            hit_o = '1;  
            rdata_o = MEM_d[i].data;  
            lru_bump(way_index_t'(i));
            break;
        end
    end
    if (en_i && we_i) begin
        MEM_d[lru_d].data = wdata_i;  
        MEM_d[lru_d].tag = wtag;  
        MEM_d[lru_d].valid = '1;  
        lru_bump(lru_d);
    end
    if (!rst_ni || flush_i || !en_i) begin
        for (i = 0; i < NR_ENTRIES; i++) begin
            MEM_d[i].valid = 1'b0;
            MEM_d[i].lru = way_index_t'(i-1);
            MEM_d[i].mru = way_index_t'(i+1);
        end
        lru_d = '0;
        mru_d = way_index_t'(NR_ENTRIES-1);
    end
end
always_ff @(posedge clk_i) begin
    MEM_q <= MEM_d;
    lru_q <= lru_d;
    mru_q <= mru_d;
end
end
endmodule
</file>
<file path="flow/run.sh">
#!/bin/bash
# OpenROAD 26Q1-2900-gdf79404cd8, Yosys 0.63+post, stock flow scripts
make -C /OpenROAD-flow-scripts/flow DESIGN_CONFIG=/design/flow/config.mk WORK_HOME=/design/flow/orfs finish
</file>
==> ci_impl_report.md <==
### Yosys + OpenROAD results

| Metric | Value |
|---|---|
| Status | complete, no violations |
| Fin cells | 4923 |
| Max clock buf depth | 3 |
| Die height | 278 um |
| OpenROAD warning count | 40 |
| Cts bufs inserted | around 80 |
| Clock skew | 0.0452 ns |
| Dpl hpwl | 78.2 mm |
| Worst path required time | between 30 and 40 ns |
| Commonest Layout Cell | and2_1 |
| Worst-margin pin slew | 1.02 ns |
| Syn Area/Cell | around 11 um^2 |
| GP Congestion | 0.987 |
| First DRT Iteration DRCs | 2045 |
| Starting density of the core | 50.8% |
| Vias per cell | approximately 5.8 |
| Setup violators final | 0 |
| Slowest cell on the critical path | nor4_1 |
| Final Util | roughly three fifths |
| Dominant Register Cell | edfxtp_1 |
| Yosys cell count | 3589 |
| # Post-CTS Setup Buffers | 0 |
| P per Cell Area | just over 30 mW/mm^2 |
| Crit-path cells | clkdlybuf4s50_1 -> xor2_1 -> nor4_1 -> nand4_1 -> nor4_2 -> and3_4 -> buf_4 -> buf_4 -> a21oi_1 -> a21oi_1 -> clkdlybuf4s50_1 |
| CTS tree | yes |
| Hold Vio Cnt, Final | 0 |
| Clk latency of the worst-skew pair | 0.66 ns |
| Via Count | 28321 |
| Fin crit period | 25.32 ns |
| Max Transition Viols Final | 0 |
| FF+latch count, synth | 744 |
| Yosys synthesis chip area | 0.0381 mm^2 |
| Max_cap viols | 0 |
| Fin Hold WS | 0.492 ns |
| CP Capture Point | rdata_o[1] |
| Comb area | 0.0151 mm^2 |
| Crit path launch | raddr_i[8] |
| Clk sinks | 744 |
| Register area | 0.0221 mm^2 |
| DRC Markers | 0 |
| I/O pin count | approximately 370 |
| Setup TNS | 0 ns |
| Share of layout cells above drive strength 1 | 6.23% |
| Number of global-route vias before repair | approximately 28000 |
| Reg2Reg Depth | 20 |
| Adder share | 0% |
| Syn Inst Count | 3589 |
| Placed cells | ~4800 |
| Synth Area in XOR/XNOR | 3.63% |
| Gr ovfl total | 0 |
| Core Box Area | approximately 0.075 mm^2 |
| Chip area | 0.0773 mm^2 |
| Post-synth EDFFs | 720 |
| Distinct lib cells | 93 |
| Avg WL per Cell | 23.5 um |
| Crit path setup slack, layout | 22.68 ns |
| Worst vdd ir | 30.2 uV |
| Compound Share, Synth | 11.4% |
| ANT nets after route | 0 |
| # rows | approximately 100 |
| H-tree Lvls | 3 |
| Largest net degree at the start of global routing | 149 |
| RSZ-0062 raised after global routing | no |
| Die width | ~280 um |
| Top Layout Cells | 729 x and2_1, 720 x edfxtp_1, 365 x clkdlybuf4s50_1, 349 x nor2_1, 346 x a21oi_1 |
| Leakage power | 0.0148 uW |
| First-pass GRT wire length | 173 mm |
| Flop2flop setup slack | slightly below 40 ns |
| Resized Gates After CTS | 0 |
| Synth warn | 0 |
| CP Launch Type | input pin |
| Global Route Usage Sum | 32.6% |
| Hold_buf cts | 0 |
| Reg-to-Reg End | lru_linked_list.MEM_q[312] |
| Async SR Flop Fraction | 0% |
| Root buffer cell | clkbuf_16 |
| Max incr delay on CP | 0.87 ns |
| Reg clk slew, reported paths | 0.06 ns |
| Logic family by area | simple AND/OR/NAND/NOR gates |
| Initial antenna violation count | 21 |
| MUX area fraction | 0.867% |
| Critical Path Sink Type | output pin |
| Slew HR | 31.4% |
| Seq share, synth | 58.0% |
| First-pass iteration count of the detailed router | 5 |
| Filler instances | 5691 |
| Worst r2r src | lru_linked_list.MEM_q[228] |
| Worst min path class | register to register |
| Synth Cell Area | ~0.038 mm^2 |
| Setup CP Type | input pin to output pin |
| # port buffers | around 370 |
| Post-Route WL | 116 mm |
| Simple Share, Synth | 23.4% |
| Area Growth Syn to Fin | 19.1% |
| Tcrit/Tclk final | 52.7% |
| Worst Path Arrival | 15.72 ns |
| Max frequency | 39.5 MHz |
| Worst-path maximum fanout | about 75 |
| Dpl ws | ~23 ns |
==> state kept, by name (all words and copies together), names as in the netlist <==
register and count:
lru_linked_list.MEM_q 740, lru_linked_list.lru_q 2, lru_linked_list.mru_q 2
==> per-layer routing <==
layer	GRT usage, %	wire length (um)	share of wire [%]
met5	0	151	0.13
met4	8.40	3830	3.3
met3	13.6	13100	11
met2	46.3	51300	44
met1	50.7	47500	41
==> cell usage after synthesis, types with 9 or more instances <==
master    number  share of area (%)
o211ai_1      16               0.32
or4_1         12               0.24
o21ai_0      109                1.4
o22ai_1      104                1.7
nor3_1        29               0.38
nor2b_1       43               0.71
nand2_1      228                2.2
nand3_1       93                1.2
xor2_1        54                1.2
nor2_1       353                3.5
nand4_1       40               0.66
buf_1         21               0.21
mux2i_1       24               0.63
dfxtp_1       24                1.3
a21oi_1      347                4.6
nand2b_1      33               0.54
or3_1         10               0.16
and2_1       729                 12
xnor2_1      104                2.4
nor4_1        39               0.64
a22oi_1        9               0.18
inv_1         42               0.41
a31oi_1       17               0.28
o31ai_1       13               0.26
clkbuf_1     195                1.9
edfxtp_1     720                 57
o21a_1        10               0.20
==> worst max-delay path: cells and delay by family <==
kind | cells | cell delay (ns)
AND-OR/OR-AND | 2 | 0.34
XOR/XNOR | 1 | 0.26
buffers and inverters | 4 | 2.77
AND/OR/NAND/NOR | 4 | 2.64
==> report_power, final <==
part | leakage [uW] | internal, uW | switching, uW
logic | 0.00776 | 37.3 | 41.9
clock network | 0.00127 | 345 | 263
registers | 0.00580 | 711 | 2.29
==> per-stage QoR <==
step | cell area, um^2 | total power, uW
finish | 45400 | 1400
global route | 45400 | 1440
CTS | 45400 | 1410
detailed placement | 42700 | 805
global placement | 42700 | 804
floorplan | 38100 | 758
==> how the worst min path moves through the flow <==
stage / slack, ns / startpoint / endpoint / depth (start not counted)
CTS: 0.49 / lru_linked_list.MEM_q[370] / lru_linked_list.MEM_q[370] / 2
global route: 0.51 / lru_linked_list.MEM_q[370] / lru_linked_list.MEM_q[370] / 2
finish: 0.49 / lru_linked_list.MEM_q[185] / lru_linked_list.MEM_q[185] / 2
==> cells by family (layout without fill, tap and decap cells) <==
kind of cell	count (synthesis)	in the layout
AND/OR/NAND/NOR	1659	1659
multiplexers	32	32
buffers and inverters	268	625
other	0	8
XOR/XNOR	158	158
AND-OR/OR-AND	728	728
flip-flops	744	744
==> cell type report <==
type                    instances  share of cell area, %
repair buffers                435                   9.26
flip-flops and latches        744                   48.7
inverters                      42                  0.347
clock inverters                51                   1.17
clock buffers                  97                   4.64
multi-input cells            2577                   33.2
diodes                          8                 0.0441
well taps                     969                   2.67
No activity file was given, so power comes from the tool's default toggle rates.
